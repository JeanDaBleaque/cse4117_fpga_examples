[/design/flow/config.mk]
export PLATFORM = sky130hd
export DESIGN_NAME = ram
export DESIGN_NICKNAME = ram
export VERILOG_FILES = /design/flow/design.v
export SDC_FILE = /design/flow/constraint.sdc
export NUM_CORES = 4
export LEC_CHECK = 1
export CORE_AREA = 10 10 108 108
export DIE_AREA = 0 0 118 118
[/design/flow/constraint.sdc]
current_design ram

set clk_period 1.3
set clk_io_pct 0.2

create_clock -name clk0 -period $clk_period [get_ports {clk}]

set non_clock_inputs [all_inputs -no_clocks]
set_input_delay [expr $clk_period * $clk_io_pct] -clock clk0 $non_clock_inputs
set_output_delay [expr $clk_period * $clk_io_pct] -clock clk0 [all_outputs]
[/design/flow/design.v]
module ram(
    input clk,
    input rst,
    input readWrite,
    input cs,
    input [1:0] addr,
    input [7:0] dataIn,
    output reg [7:0] dataOut
);
    wire [3:0] tempRst;
    wire [3:0] tempWrite;
    decoder decoderRst(addr, tempRst);
    decoder decoderWrite(addr, tempWrite);
    wire [7:0] tempRegOut1, tempRegOut2, tempRegOut3, tempRegOut4;
    eightBitRegister addr1(clk, ~tempRst[0] | rst, tempWrite[0] & readWrite, dataIn, tempRegOut1);
    eightBitRegister addr2(clk, ~tempRst[1] | rst, tempWrite[1] & readWrite, dataIn, tempRegOut2);
    eightBitRegister addr3(clk, ~tempRst[2] | rst, tempWrite[2] & readWrite, dataIn, tempRegOut3);
    eightBitRegister addr4(clk, ~tempRst[3] | rst, tempWrite[3] & readWrite, dataIn, tempRegOut4);
    always @(*)
    begin
        if (!cs) dataOut <= 8'b00000000;
        else begin
            case (addr)
                2'b00: dataOut = tempRegOut1;
                2'b01: dataOut = tempRegOut2;
                2'b10: dataOut = tempRegOut3;
                2'b11: dataOut = tempRegOut4;
            endcase
        end
    end
endmodule
module decoder(
    input [1:0] addr,
    output reg [3:0] out 
);
    always @(*)
    begin
        case (addr)
            2'b00: out = 4'b0001;
            2'b01: out = 4'b0010;
            2'b10: out = 4'b0100;
            2'b11: out = 4'b1000;
        endcase
    end
endmodule
module eightBitRegister(
    input clk,
    input rst,
    input readWrite,
    input [7:0] dataIn,
    output [7:0] dataOut
);
    binaryCell cells [7:0] (clk, rst, readWrite, dataIn, dataOut);
endmodule
module binaryCell(
    input clk,
    input rst,
    input readWrite,
    input data,
    output out
);
    reg tempDFF;
    d_Flipflop d_ff1(clk, rst, tempDFF, out);
    always @(*)
    begin
        case (readWrite)
            1'b0: tempDFF = out;
            1'b1: tempDFF = data;
        endcase    
    end
endmodule
module d_Flipflop(
    input clk,
    input rst,
    input d,
    output reg q
);
    always @(posedge clk)
    begin
        if (!rst) q <= 1'b0;
        else q <= d;
    end
endmodule
[/design/flow/run.sh]
#!/bin/bash
# OpenROAD 26Q1-2900-gdf79404cd8, Yosys 0.63+post, stock flow scripts
make -C /OpenROAD-flow-scripts/flow DESIGN_CONFIG=/design/flow/config.mk WORK_HOME=/design/flow/orfs finish
==> impl_table.tex <==
% Implementation results table
\begin{tabular}{lr}
\hline
Metric & Value \\
\hline
\multicolumn{2}{l}{\textbf{Outcome}} \\
\quad Outcome & finished, final reports clean \\
\multicolumn{2}{l}{\textbf{Global route}} \\
\quad Number of global-route vias before repair & 1164 \\
\quad GRT Util Overall & 0.0583 \\
\quad Global-route wire length before repair & between 6000 and 7000 um \\
\quad Pin count of the biggest net entering global routing & 10 \\
\quad Total gr overflow & 0 \\
\quad Number of antenna violations at the first check in global routing & 0 \\
\multicolumn{2}{l}{\textbf{Floorplan}} \\
\quad Share of the core filled by cells before placement & 0.142 \\
\quad Chip height & 118 um \\
\quad Die Size & 13900 um2 \\
\quad I/O pin count & 22 \\
\quad Die X-Extent & approximately 120 um \\
\quad Core Region & 9280 um2 \\
\quad Site row count & 35 \\
\multicolumn{2}{l}{\textbf{Synthesis}} \\
\quad Number of different library cells in the post-synthesis netlist & 19 \\
\quad Post-synthesis average cell area & 12.3 um2 \\
\quad Count of state elements after synthesis & 32 \\
\quad Synth Instances & 107 \\
\quad Synthesized chip area reported by yosys & approximately 1300 um2 \\
\quad Cell total in the yosys stat output & 107 \\
\quad Count of yosys warnings during synthesis & 4 \\
\quad Total standard cell area after synthesis & 1320 um2 \\
\quad Fraction of the yosys area taken by sequential cells & 0.486 \\
\multicolumn{2}{l}{\textbf{Critical path}} \\
\quad Data arrival, critical path & 1010 ps \\
\quad Critical Path End Type & output port \\
\quad Highest net fanout along the worst path & 5 \\
\quad Path type of the worst setup path & in -> out \\
\quad Crit path required time & about 1000 ps \\
\quad Critical Path Source Type & input pin \\
\multicolumn{2}{l}{\textbf{Finish}} \\
\quad Most common cell after layout, fill and taps aside & sky130\_fd\_sc\_hd\_\_a22o\_1 \\
\quad Share of cells above drive strength 1 & 0.605 \\
\quad Layout Cell Area excl Fill & 2160 um2 \\
\quad Most used cells in the layout excluding fill and tap cells & sky130\_fd\_sc\_hd\_\_a22o\_1 (32), sky130\_fd\_sc\_hd\_\_dfxtp\_2 (22), sky130\_fd\_sc\_hd\_\_buf\_4 (13) \\
\quad Area growth, synth to finish & 64.1\% \\
\quad Post-route core utilization & 0.233 \\
\quad Non-filler cells in the finished layout & 276 \\
\multicolumn{2}{l}{\textbf{Clock network}} \\
\quad TritonCTS clock tree & yes \\
\quad CTS buffer count & 5 \\
\quad Clk Tree Root Cell & sky130\_fd\_sc\_hd\_\_clkbuf\_8 \\
\quad Level count of the clock H-tree & 2 \\
\quad CTS max path bufs & 2 \\
\quad Clock sink total & 32 \\
\quad Clock transition at the registers of the reported paths & around 60 ps \\
\quad Skew-Pair Late Insertion Delay & 270 ps \\
\multicolumn{2}{l}{\textbf{Route}} \\
\quad First-pass iteration count of the detailed router & 4 \\
\quad DR vias & 1052 \\
\quad Detailed-route vias per instance & 3.81 \\
\quad Total routed wirelength & 3980 um \\
\quad Total DRC errors in the routed layout & 0 \\
\quad Drt first-iter violations & 32 \\
\quad Diode insertion count for antenna repair & 0 \\
\quad Antenna-violating nets left & 0 \\
\quad Average detailed-routed wire length per instance & 14.4 um \\
\multicolumn{2}{l}{\textbf{Final timing}} \\
\quad Upper clock frequency limit & 790 MHz \\
\quad Fin. max-slew vios & 0 \\
\quad Slew HR & 0.829 \\
\quad Setup repair after global routing missed its margin & yes \\
\quad Worst Skew & 0 ps \\
\quad Clock period minus final worst setup slack & 1270 ps \\
\quad Worst slew pin tran & around 260 ps \\
\quad Portion of the clock cycle consumed by the worst path in the final layout & 0.974 \\
\quad Hold Fails Final Rpt & 0 \\
\quad Setup TNS after final layout & 0 ps \\
\quad \# setup viols final & 0 \\
\multicolumn{2}{l}{\textbf{Power and ir drop}} \\
\quad LEAKAGE & 0.830 nW \\
\quad Power Total & 2.46 mW \\
\quad Power per unit of standard cell area & 1140 nW/um2 \\
\quad Peak supply drop & 0.000391 V \\
\multicolumn{2}{l}{\textbf{Placed design}} \\
\quad Input/output buffers & 21 \\
\quad Placed Cells & 262 \\
\quad Detailed placer's ending HPWL & 2520 um \\
\quad Placed cell area & 1740 um2 \\
\quad Final weighted congestion of routability-driven global placement & 0.680 \\
\multicolumn{2}{l}{\textbf{Worst hold path}} \\
\quad Worst hold-check path type & reg -> reg \\
\multicolumn{2}{l}{\textbf{Run}} \\
\quad Number of warnings in the stage logs & 26 \\
\quad Max-capacitance violation count & 0 \\
\hline
\end{tabular}
report_power, final:
part           internal, mW  total [mW]  leakage, nW  switching, mW
Sequential             1.10        1.18        0.272         0.0795
Clock                 0.471       0.804       0.0503          0.333
Combinational         0.282       0.478        0.507          0.197
metal layers:
| layer | routed length, um | vias up | global-route usage |
|---|---|---|---|
| li1 | - | 512 | - |
| met3 | 213 | 4 | 0.0224 |
| met5 | 0 | - | 0 |
| met2 | 1900 | 24 | 0.0958 |
| met1 | 1830 | 512 | 0.0721 |
| met4 | 42 | 0 | 0.00927 |
synth_stat cells:
library cell / instances / area share
sky130_fd_sc_hd__a22o_1: 32 / 0.21
sky130_fd_sc_hd__dfxtp_1: 32 / 0.49
sky130_fd_sc_hd__mux2i_1: 16 / 0.12
sky130_fd_sc_hd__o22ai_1: 8 / 0.038
sky130_fd_sc_hd__buf_4: 2 / 0.011
sky130_fd_sc_hd__buf_6: 2 / 0.017
sky130_fd_sc_hd__nand2_1: 2 / 0.0057
sky130_fd_sc_hd__nor3b_4: 2 / 0.028
sky130_fd_sc_hd__clkbuf_2: 1 / 0.0038
sky130_fd_sc_hd__nand2_2: 1 / 0.0047
sky130_fd_sc_hd__nand2_4: 1 / 0.0085
sky130_fd_sc_hd__nand2b_1: 1 / 0.0047
sky130_fd_sc_hd__nand2b_2: 1 / 0.0066
sky130_fd_sc_hd__nand3_2: 1 / 0.0076
sky130_fd_sc_hd__nand3b_2: 1 / 0.0085
sky130_fd_sc_hd__nand3b_4: 1 / 0.015
sky130_fd_sc_hd__nor2_1: 1 / 0.0028
sky130_fd_sc_hd__nor2_2: 1 / 0.0047
sky130_fd_sc_hd__nor3_4: 1 / 0.012
per-stage QoR:
step / setup WS [ps] / hold slack [ps]
after floorplan: 217 / 393
after global placement: -833 / 455
after detailed placement: -819 / 457
after CTS: 1.25 / 477
after global routing: -22.2 / 488
final: 34.3 / 469
critical path, cell delays in order:
cell,delay [ps]
sky130_fd_sc_hd__buf_8,110
sky130_fd_sc_hd__buf_12,150
sky130_fd_sc_hd__mux2i_4,260
sky130_fd_sc_hd__o22ai_4,100
sky130_fd_sc_hd__buf_2,120
cell families (layout without fill, tap and decap cells):
family,after synthesis,in the layout,synth area share
AND/OR/NAND/NOR,14,14,0.110
multiplexers,16,16,0.121
AND-OR/OR-AND,40,40,0.250
flip-flops,32,32,0.486
buffers and inverters,5,45,0.0322
final cells by class:
type | instances | area [um2]
Clock buffer | 7 | 96.3
Fill cell | 979 | 7120
Multi-Input combinational cell | 70 | 872
Sequential cell | 32 | 668
Tap cell | 129 | 161
Timing Repair Buffer | 38 | 367
path summary, 6_finish.rpt:
check,endpoint,slack (ps),startpoint,cells past startpoint
max reg2reg,addr4.cells[4].d_ff1.q,570,addr4.cells[4].d_ff1.q,2
min,addr3.cells[5].d_ff1.q,470,addr3.cells[5].d_ff1.q,1
min reg2reg,addr3.cells[5].d_ff1.q,470,addr3.cells[5].d_ff1.q,1
max,dataOut[3],30,addr[1],5
sequential cells by signal, summed over array words and instances, names as in the netlist:
name,cells
addr2.cells.d_ff1.q,8
addr1.cells.d_ff1.q,8
addr3.cells.d_ff1.q,8
addr4.cells.d_ff1.q,8
timing repair:
item | CTS | global route
gates resized | 80 | 28
pin swaps | 6 | 9
setup buffers | 3 | 2
cloned | 2 | 0
endpoints found under the setup margin | 40 | 25
hold buffers | 0 | 0
No activity file was given, so power comes from the tool's default toggle rates.
