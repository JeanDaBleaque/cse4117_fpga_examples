--- flow/constraint.sdc ---
current_design clockDivider

set clk_period 6.9
set clk_io_pct 0.2

create_clock -name clk0 -period $clk_period [get_ports {clk_in}]
create_clock -name clk1 -period $clk_period [get_ports {increase}]

set non_clock_inputs [all_inputs -no_clocks]
set_input_delay [expr $clk_period * $clk_io_pct] -clock clk0 $non_clock_inputs
set_output_delay [expr $clk_period * $clk_io_pct] -clock clk0 [all_outputs]
--- flow/run.sh ---
#!/bin/bash
# OpenROAD 26Q1-2900-gdf79404cd8, Yosys 0.63+post, stock flow scripts
make -C /OpenROAD-flow-scripts/flow DESIGN_CONFIG=/design/flow/config.mk WORK_HOME=/design/flow/orfs finish
--- flow/config.mk ---
export PLATFORM = sky130hd
export DESIGN_NAME = clockDivider
export DESIGN_NICKNAME = clockDivider
export VERILOG_FILES = /design/flow/design.v
export SDC_FILE = /design/flow/constraint.sdc
export NUM_CORES = 4
export LEC_CHECK = 1
export CORE_UTILIZATION = 50
--- flow/design.v ---
module clockDivider2(
    input clk_in,
    output reg clk_out
);
    reg [27:0] counter = 28'd0;
    always @(posedge clk_in)
    begin
        if (counter >= 28'd4) begin
            counter <= 28'd0;
            clk_out <= ~clk_out;
        end
        else counter <= counter + 1;
    end
endmodule
module clockDivider(
    input clk_in,
    input increase,
    output reg led,
    output reg clk_out
);
    reg [2:0] freqState = 3'b000;
    reg [27:0] counter = 28'd0;
    reg [27:0] freq = 28'd25000000;
    always @(posedge clk_in)
    begin
        if (counter >= freq) begin
            counter <= 28'd0;
            clk_out <= ~clk_out;
        end
        else counter <= counter + 1;
    end
    always @(posedge clk_out)
    begin
        led <= ~led;
    end
    always @(posedge increase)
    begin
        case (freqState)
            3'b000: begin
                freq <= 28'd12500000;  
                freqState <= 3'b001;
            end
            3'b001: begin
                freq <= 28'd6250000;  
                freqState <= 3'b010;
            end
            3'b010: begin
                freq <= 28'd3125000;  
                freqState <= 3'b011;
            end
            3'b011: begin
                freq <= 28'd1562500;  
                freqState <= 3'b100;
            end
            3'b100: begin
                freq <= 28'd781250;  
                freqState <= 3'b101;
            end
            3'b101: begin
                freq <= 28'd390625;  
                freqState <= 3'b110;
            end
            3'b110: begin
                freq <= 28'd195312;  
                freqState <= 3'b111;
            end
            3'b111: begin
                freq <= 28'd25000000;  
                freqState <= 3'b000;
            end
        endcase
    end
endmodule
==> run notes <==
fresh numbers from the pnr run: run status=finished clean, Post-Synthesis Cells=just under 300, Comb pwr share=0.011, fillers=about 460, top cells by count, synth=56 x dfxtp_1, 36 x ha_1, 35 x inv_1, DP HPWL=between 3000 and 4000 µm, synth warn=1, Max-area cell share=0.4088, Area growth, synth to finish=7.482%, Core Box Area=between 5000 and 6000 µm², Worst Path Max Fanout=27, Starting Density=0.5269, Ports=4, RSZ-0062 raised after global routing=no, Register Area=between 1000 and 1500 µm², # Post-CTS Setup Buffers=0, CP bufs+invs=1, Total Routing Usage GR=0.1721, post-synthesis cell count from yosys=289, GP Congestion=~0.77, Maximum Capacitance Violations=0, WL per Instance=about 12 µm, Finished Core Util=0.5663, Synth flops=57, Clock power frac=0.396, final setup skew=~5.5 ps, CTS tree=built, Post-synth EDFFs=1, Post-synth seq share=0.4197, # resized after CTS=0, switching power=about 0.00011 W, synthesized area per cell=approximately 9.5 µm², Die ar.=between 5000 and 6000 µm², placed cell area=between 2000 and 3000 µm², Post-Syn Area=between 2000 and 3000 µm², fraction of registers with async set/reset=0, vias per std cell=between 4 and 5, CP Cell Sequence=inv_1 > ha_1 > a211oi_1 > o21ai_0 > a221oi_2 > o2111ai_4, top-count cell post-synth=dfxtp_1, DRT Wirelength=4505 µm, Comb area=~1400 µm², die height=76.06 µm, Setup Viol. Count Final=0, Routed Antenna Nets=0, Pins Over Slew Limit=0, register pins left without a clock=1, top cells by area=dfxtp_1 41%, ha_1 16%, xor2_1 6.1%, inv_1 4.8%, nor2_1 3.7%, CP max-delay cell=dfxtp_1, clk slew on worst S/H paths=roughly 80 ps, Req. time, crit path=slightly below 7000 ps, Fin. Hold Viols=0, # diodes=0, Critical Path AT=about 2700 ps, Synth area leader=dfxtp_1, Leak=1.254 nW, vias in the first global route=approximately 1700, # DRC=0, design area=just under 3000 µm², Slew @ Worst Pin=~840 ps, Tool Warnings=34, Distinct lib cells used=35, critical path capture point type=flop, global-route wire length before repair=7831 µm, Hold Buf Count CTS=0, Port Buffers=2, grt ovf=0, Int Power=0.0004397 W, initial antenna violation count=0, relative slew slack=0.4412, die span in x=76.06 µm, kind of critical path=flop to flop, PD cells=187.6 nW/µm², drt pass-1 iters=4, slowest cell delay on critical path=roughly 710 ps, layout cells sized above 1=0.08027, number of unconstrained endpoints=2, Hold Crit Class=flop to flop, Yosys chip area=2743 µm², Rows=26, switching share of total power=0.2051, CP delay by family, top=AND-OR/OR-AND gates, CP Launch Type=flop, Top FF cell, synth=dfxtp_1, vias=1757, WHS=486.3 ps, Flop pwr share=0.593, Initial DRC Count=~66, largest net degree at the start of global routing=28, VDD IR-drop max=0.0001456 V, Sum Neg Setup Slack=0 ps
[through the flow]
step / total power (W) / worst slack, ps / cells
after floorplan: 0.0003404 / 4824 / 290
after global placement: 0.0003417 / 4144 / 357
after detailed placement: 0.0003418 / 4094 / 357
after CTS: 0.0005599 / 4100 / 369
after global routing: 0.0005768 / 3899 / 369
final: 0.0005531 / 4090 / 369
[power groups by stage]
stage                   logic, W  registers [W]  clock network (W)
after global routing  0.00000714       0.000328           0.000241
after CTS             0.00000640       0.000328           0.000226
final                 0.00000623       0.000328           0.000219
[layer usage]
layer / routed length [µm] / global-route usage / vias to the layer above
li1: - / - / 964
met1: 2513 / 0.2870 / 769
met2: 1809 / 0.2464 / 14
met3: 71 / 0.02190 / 10
met4: 110 / 0.03462 / 0
met5: 0 / 0 / -
[layout by cell type (no fill, tap or decap)]
cell type        netlist  final
a211oi_1               2      2
a21o_1                 3      3
a21oi_1               12     12
a221oi_2               1      1
a22oi_1                1      1
and2_1                 1      1
and3_1                 4      4
and4_1                 1      1
clkbuf_1               3      2
clkbuf_8               0      8
clkdlybuf4s50_1        0      2
clkinv_2               0      2
conb_1                 1      2
dfxtp_1               56     56
edfxtp_1               1      1
ha_1                  36     36
inv_1                 35     35
mux2i_1                3      3
nand2_1               23     23
nand2b_1               1      1
nand3_1               12     12
nand4_1                6      6
nand4_2                1      1
nand4_4                1      1
nor2_1                27     27
nor2_2                 7      7
nor2b_1                7      7
nor3_1                 3      3
nor4_1                 2      2
nor4_2                 1      1
nor4_4                 2      2
o2111ai_4              1      1
o211ai_1               1      1
o21ai_0                7      7
o21bai_1               1      1
xnor2_1                5      5
xor2_1                19     19
[cells by family after synthesis]
group / synth area share
AND/OR/NAND/NOR: 0.1953
flip-flops: 0.4197
buffers and inverters: 0.06022
adder cells (fa/ha/maj): 0.1642
AND-OR/OR-AND: 0.07162
XOR/XNOR: 0.07664
multiplexers: 0.01095
other: 0.001367
[layout make-up]
class                   instances  share of cell area
multi-input cells             193              0.4851
flip-flops and latches         57              0.3905
clock inverters                 2            0.003396
inverters                      35             0.04457
repair buffers                  2            0.006791
clock buffers                  10             0.03990
well taps                      70             0.02971
[path summary, 6_finish.rpt]
path / endpoint / slack [ps] / startpoint / depth (start not counted)
min in group clk1: freq[13] / 530 / freqState[0] / 1
hold / removal: counter[0] / 490 / counter[0] / 1
max in group clk1: freq[9] / 5290 / freq[7] / 3
setup reg to reg: clk_out / 4090 / freq[7] / 6
hold reg to reg: counter[0] / 490 / counter[0] / 1
setup / recovery: clk_out / 4090 / freq[7] / 6
[sequential cells by signal, summed over array words and instances (netlist names)]
signal	flops
clk_out	1
counter	28
freq	25
freqState	2
led	1
Power is estimated from default activity; no workload was simulated.
