**/design/flow/design.v**
```verilog
module sevenSegment2(
    input [1:0] instruction,
    output reg [6:0] seg1,
    output reg [6:0] seg2
);
    always @(*)
    begin
        case(instruction)
            2'b00: begin
                seg1 = 7'b1011011;
                seg2 = 7'b0011100; 
            end
            2'b01: begin
                seg1 = 7'b1110111;
                seg2 = 7'b0010101;
            end
            2'b10: begin
                seg1 = 7'b1111110;
                seg2 = 7'b0000101;
            end
            2'b11: begin
                seg1 = 7'b0001110;
                seg2 = 7'b0111101;
            end
        endcase
    end
endmodule
module sevenSegment(
    input clk,
    input [7:0] data,
    output reg [6:0] seg1,
    output reg [6:0] seg2,
    output reg [6:0] seg3
);
    reg [7:0] temp;
    reg [3:0] hundreds;
    reg [3:0] tens;
    reg [3:0] ones;
    always @(posedge clk)
    begin
        temp = data;
        if (temp >= 200) begin
            hundreds = 2;
        end
        else if (temp >= 100) begin
            hundreds = 1;
        end
        else begin
            hundreds = 0;
        end
        temp = data - hundreds*100;
        if (temp >= 90) begin
            tens = 9;
        end
        else if (temp >= 80) begin
            tens = 8;
        end
        else if (temp >= 70) begin
            tens = 7;
        end
        else if (temp >= 60) begin
            tens = 6;
        end
        else if (temp >= 50) begin
            tens = 5;
        end
        else if (temp >= 40) begin
            tens = 4;
        end
        else if (temp >= 30) begin
            tens = 3;
        end
        else if (temp >= 20) begin
            tens = 2;
        end
        else if (temp >= 10) begin
            tens = 1;
        end
        else begin
            tens = 0;
        end
        ones = temp - tens*10;
    end
    always @(*)
    begin
        case (hundreds)
            4'b0000: seg1 = 7'b0111111;
            4'b0001: seg1 = 7'b0000110;
            4'b0010: seg1 = 7'b1011011;
            default: seg1 = 7'b0111111;
        endcase
        case (tens)
            4'b0000: seg2 = 7'b0111111;
            4'b0001: seg2 = 7'b0000110;
            4'b0010: seg2 = 7'b1011011;
            4'b0011: seg2 = 7'b1001111;
            4'b0100: seg2 = 7'b1100110;
            4'b0101: seg2 = 7'b1101101;
            4'b0110: seg2 = 7'b1111100;
            4'b0111: seg2 = 7'b0000111;
            4'b1000: seg2 = 7'b1111111;
            4'b1001: seg2 = 7'b1100111;
            default: seg2 = 7'b0111111;
        endcase
        case (ones)
            4'b0000: seg3 = 7'b0111111;
            4'b0001: seg3 = 7'b0000110;
            4'b0010: seg3 = 7'b1011011;
            4'b0011: seg3 = 7'b1001111;
            4'b0100: seg3 = 7'b1100110;
            4'b0101: seg3 = 7'b1101101;
            4'b0110: seg3 = 7'b1111100;
            4'b0111: seg3 = 7'b0000111;
            4'b1000: seg3 = 7'b1111111;
            4'b1001: seg3 = 7'b1100111;
            default: seg3 = 7'b0111111;
        endcase
    end
endmodule
```
**/design/flow/run.sh**
```bash
#!/bin/bash
# OpenROAD 26Q1-2900-gdf79404cd8, Yosys 0.63+post, stock flow scripts
make -C /OpenROAD-flow-scripts/flow DESIGN_CONFIG=/design/flow/config.mk WORK_HOME=/design/flow/orfs finish
```
**/design/flow/config.mk**
```make
export PLATFORM = sky130hd
export DESIGN_NAME = sevenSegment
export DESIGN_NICKNAME = sevenSegment
export VERILOG_FILES = /design/flow/design.v
export SDC_FILE = /design/flow/constraint.sdc
export NUM_CORES = 4
export LEC_CHECK = 1
export CORE_AREA = 10 10 102 102
export DIE_AREA = 0 0 112 112
```
**/design/flow/constraint.sdc**
```tcl
current_design sevenSegment

set clk_period 6.4
set clk_io_pct 0.2

create_clock -name clk0 -period $clk_period [get_ports {clk}]

set non_clock_inputs [all_inputs -no_clocks]
set_input_delay [expr $clk_period * $clk_io_pct] -clock clk0 $non_clock_inputs
set_output_delay [expr $clk_period * $clk_io_pct] -clock clk0 [all_outputs]
```
==> results.yml <==
# physical design summary
timing:
  finalCriticalPeriod_ns: 5.85
  finalSetupTns_ns: 0
  hold_viol: 0
  whs_ns: 1.68
  fin_crit_sh: 0.914
  max_freq_mhz: 171
  maxSlewViolCount: 0
  rsz0062_at_grt: "no"
  setup_viol: 0
synth:
  async_flop_share: 0
  postSynthAreaPerCell_um2: 9.41
  synthesis.area_um2: 1350
  yosysWarnings: 1
  synth_seq_share: 0.238
  yosysChipArea_um2: 1350
  synth_flops: 16
  ff_type: "dfxtp_1"
  post_synth_num_cell_types: 48
  ys_cells: 143
  edf_count: 0
  syn-instance-count: 143
drt:
  antenna_cells: 0
  routed_via_density: 3.75
  finalWirelength_um: 2840
  first_pass_iters: 4
  vias: 1032
  drt_iter0_markers: 29
  ant_nets: 0
  wire_per_inst_um: 10.3
  drc: 0
pwr:
  pwr-share-seq: 0.263
  p_leak_nw: 0.732
  p_per_area_nw_per_um2: 300
  power_switching_w: 0.000181
  p_clk_frac: 0.168
  combPwrFrac: 0.568
  netSwitchingFraction: 0.339
  ir_drop_uv: 56.3
  intPower_w: 0.000354
cts:
  cts_setup_buffers: 0
  clk_pin_slew_ns: 0.07
  root_buffer: "clkbuf_8"
  cts_resized: 0
  ctsLongestPathBuffers: 2
  hold_buffers: 0
  numCtsBuffers: 3
  htree_levels: 1
  cts_sinks: 16
  cts_tree: "done"
grt:
  grtUsageTotal: 0.0441
  grt.busiest_layer: "met2"
  antenna_found_initial: 0
  use_met3: 0.00597
  grt_use_met2: 0.0750
  met1_usage: 0.0571
  grt_start_max_net_pins: 12
  grt_pass1_vias: 1036
  grt_pass1_wl_um: 4880
  grt.overflow.total: 0
layout:
  regArea_um2: 320
  final_cell_mix: "clkdlybuf4s50_1, dfxtp_1, ha_1"
  fill_cells: 871
  logic_area_um2: 942
  area_growth_pct: 32.7
  lay_top_count: "clkdlybuf4s50_1"
  drive_above_1_share: 0.165
hold_path:
  hold_path.class: "input port to register"
  worstHoldStart: "data[7]"
  min_path_cells: 3
  min_to: "hundreds[0]"
run:
  warnings: 32
  cap_violations: 0
place:
  place_hpwl_um: 2410
  io_buffers: 28
  gp_congestion: 0.796
outcome:
  status: "finished clean"
die:
  initCoreUtil: 0.164
  fp.dieW_um: 112
  core_area_um2: 8220
  chipArea_um2: 12500
  io-pin-count: 30
  rows: 33
  fp.dieH_um: 112
critical_path:
  start_kind: "input port"
  cp.arrival_ns: 5.99
  crit_type: "input port to register"
  endpoint_kind: "register"
  crit_required_ns: 6.54
  cp_max_fo: 6
-- Yosys cell counts, types with 3 or more instances --
cell,count,share of area
nand3_1,5,0.019
o21ai_0,8,0.030
nor2_1,11,0.031
mux2i_1,3,0.022
buf_4,3,0.017
ha_1,14,0.13
dfxtp_1,16,0.24
nand2b_1,4,0.019
inv_1,13,0.036
nand2_1,10,0.028
a21oi_1,8,0.030
-- kinds of logic (layout without fill, tap and decap cells) --
group                    after synthesis  after routing  synth area share
AND-OR/OR-AND                         34             34             0.205
XOR/XNOR                               8              8             0.121
adder cells (fa/ha/maj)               18             18             0.176
buffers and inverters                 19             46            0.0614
flip-flops                            16             16             0.238
multiplexers                           4              4            0.0307
other                                  1              1           0.00279
AND/OR/NAND/NOR                       43             43             0.166
-- power by group through the flow --
stage	logic [W]	clock network (W)	registers (W)
CTS	0.000312	0.0000944	0.000142
global route	0.000343	0.0000988	0.000145
finish	0.000304	0.0000901	0.000141
-- metal layers --
layer,vias to the layer above,routed length (um)
met5,-,0
met4,0,56
met3,4,95
met2,13,1390
met1,475,1300
li1,540,-
-- layout make-up --
type	count	area share
clock buffers	4	0.0308
inverters	13	0.0273
multi-input cells	108	0.528
flip-flops and latches	16	0.179
well taps	105	0.0736
repair buffers	29	0.161
-- through the flow --
stage | total power [W] | std cells | instance area [um^2] | util | setup slack, ns
floorplan | 0.000343 | 143 | 1350 | - | 1.04
global placement | 0.000452 | 271 | 1730 | 0.211 | 0.287
CTS | 0.000548 | 275 | 1790 | 0.217 | 0.526
finish | 0.000536 | 275 | 1790 | 0.217 | 0.551
detailed placement | 0.000454 | 271 | 1730 | 0.211 | 0.248
global route | 0.000586 | 275 | 1790 | 0.217 | 0.228
-- worst max-delay path: stages --
cell	delay [ns]
clkdlybuf4s50_1	0.47
or3_2	0.49
a31oi_1	0.20
or2_2	0.15
inv_1	0.05
ha_1	0.19
fa_1	0.49
xor2_1	0.36
a21oi_1	0.11
o21ai_0	0.20
nand3_1	0.15
a21oi_4	0.32
inv_1	0.14
ha_1	0.21
fa_1	0.45
xnor2_4	0.26
xnor3_1	0.24
a22o_1	0.23
-- sequential cells by signal, summed over array words and instances, names as in the netlist --
name and cells:
seg2 7, seg3 7, hundreds 2
-- worst max path at each step --
stage       start       to  slack (ns)
4_1_cts   data[3]  seg3[6]        0.53
5_1_grt   data[3]  seg3[6]        0.23
6_report  data[3]  seg3[6]        0.55
Power and IR drop assume default switching activity.
